## ./run.sh

```bash
#!/bin/bash
# OpenROAD 26Q1-2900-gdf79404cd8, Yosys 0.63+post, stock flow scripts
make -C /OpenROAD-flow-scripts/flow DESIGN_CONFIG=/design/flow/config.mk WORK_HOME=/design/flow/orfs finish
```

## ./config.mk

```make
export PLATFORM = sky130hd
export DESIGN_NAME = top_arbiter
export DESIGN_NICKNAME = top_arbiter
export VERILOG_FILES = /design/flow/design.v
export SDC_FILE = /design/flow/constraint.sdc
export NUM_CORES = 4
export LEC_CHECK = 1
export CORE_UTILIZATION = 40
export SYNTH_MEMORY_MAX_BITS = 65536
```

## ./constraint.sdc

```tcl
current_design top_arbiter

set clk_period 150.8
set clk_io_pct 0.2

create_clock -name clk0 -period $clk_period [get_ports {clk_i}]

set non_clock_inputs [all_inputs -no_clocks]
set_input_delay [expr $clk_period * $clk_io_pct] -clock clk0 $non_clock_inputs
set_output_delay [expr $clk_period * $clk_io_pct] -clock clk0 [all_outputs]
```

## ./design.v

```verilog
module FIFO64x32 #(
        parameter DEPTH         = 6 ,
        parameter WIDTH         = 32,
        parameter MAX_COUNT     = (1<<DEPTH)
    )(
        input                   clk         ,        
        input                   rst_n       ,
        input                   wr_en       ,        
        input   [WIDTH-1:0]     wr_data_i   ,
        output                  wr_full     ,
        input                   rd_en       ,        
        output  [WIDTH-1:0]     rd_data_o   ,
        output                  rd_empty    ,
        output  [DEPTH:0]       fifo_margin
    );
    reg  [DEPTH-1 : 0] wr_bin;
    reg  [DEPTH-1 : 0] rd_bin;
    reg  [DEPTH-1 : 0] count ;
    wire wr_full ;
    wire rd_empty;
    reg  [WIDTH-1 : 0]  fifomem [MAX_COUNT - 1 : 0]; 
    wire                fifo_wr_en      ;
    wire [DEPTH-1:0]    fifo_wr_addr    ;
    wire [WIDTH-1:0]    fifo_data_w     ;
    wire                fifo_rd_en      ;
    wire [DEPTH-1:0]    fifo_rd_addr    ;
    reg  [WIDTH-1:0]    fifo_data_r     ;
    always @(posedge clk or negedge rst_n) begin
        if (!rst_n)
            wr_bin <= 'b0;
        else if (fifo_wr_en)
            wr_bin <= wr_bin + 1'b1;
    end
    always @(posedge clk or negedge rst_n) begin
        if (!rst_n)
            rd_bin <= 'b0;
        else if (fifo_rd_en)
            rd_bin <= rd_bin + 1'b1;
    end
    always @(posedge clk or negedge rst_n) begin
        if(!rst_n)
            count <= 0;
        else
            case({fifo_rd_en,fifo_wr_en})
                2'b00: count <= count;
                2'b01: count <= count + 1'b1;
                2'b10: count <= count - 1'b1;
                2'b11: count <= count;
                default: count <= 'bx;
            endcase    
    end
    assign fifo_margin = MAX_COUNT - count;
    assign wr_full  = (count == MAX_COUNT - 1'b1);
    assign rd_empty = (count == 'b0 );
    assign fifo_wr_en   = wr_en;
    assign fifo_data_w  = wr_data_i;
    assign fifo_wr_addr = wr_bin;
    assign fifo_rd_en   = rd_en;
    assign rd_data_o    = fifo_data_r;
    assign fifo_rd_addr = rd_bin;
    always @(posedge clk or negedge rst_n) begin
        if (!rst_n)
            fifo_data_r <= 'd0;
        else if(fifo_rd_en)
            fifo_data_r <= fifomem[fifo_rd_addr];
    end 
    always @(posedge clk) begin
        if(fifo_wr_en)
            fifomem[fifo_wr_addr] <= fifo_data_w;
    end
endmodule
module arbiter(
        input           clk_i           ,        
        input           rstn_i          ,
        input   [1:0]   slv0_prio_i     ,        
        input   [2:0]   slv0_pkglen_i   ,
        input   [31:0]  slv0_data_i     ,
        input           slv0_req_i      ,
        input           slv0_val_i      ,
        output          a2s0_ack_o      ,
        input   [1:0]   slv1_prio_i     ,        
        input   [2:0]   slv1_pkglen_i   ,
        input   [31:0]  slv1_data_i     ,
        input           slv1_req_i      ,
        input           slv1_val_i      ,
        output          a2s1_ack_o      ,
        input   [1:0]   slv2_prio_i     ,        
        input   [2:0]   slv2_pkglen_i   ,
        input   [31:0]  slv2_data_i     ,
        input           slv2_req_i      ,
        input           slv2_val_i      ,
        output          a2s2_ack_o      ,
        input           f2a_id_req_i    ,        
        input           f2a_ack_i       ,
        output          a2f_val_o       ,
        output  [1:0]   a2f_id_o        ,
        output  [31:0]  a2f_data_o      ,
        output  [2:0]   a2f_pkglen_sel_o
    );
    reg  [1:0]      arbiter_result;
    wire [2:0]      req;
    assign req      = {slv2_req_i,slv1_req_i,slv0_req_i};
    wire [11:0]     pkglen;
    assign pkglen   = {3'b0,slv2_pkglen_i,slv1_pkglen_i,slv0_pkglen_i};
    wire [127:0]    data;
    assign data     = {32'b0,slv2_data_i,slv1_data_i,slv0_data_i};
    wire [3:0]      val;
    assign val      = {1'b0,slv2_val_i,slv1_val_i,slv0_val_i};
    assign a2f_val_o        = val[arbiter_result];
    assign a2f_id_o         = arbiter_result;
    assign a2f_data_o       = data[arbiter_result*32+:32];
    assign a2f_pkglen_sel_o = pkglen[arbiter_result*3+:3];
    assign a2s0_ack_o = (arbiter_result == 2'd0) ? f2a_ack_i : 1'b0;
    assign a2s1_ack_o = (arbiter_result == 2'd1) ? f2a_ack_i : 1'b0;
    assign a2s2_ack_o = (arbiter_result == 2'd2) ? f2a_ack_i : 1'b0;
    wire [1:0] min_index;
    min u_min(
        .slv0_prio_i(slv0_prio_i), 
        .slv1_prio_i(slv1_prio_i), 
        .slv2_prio_i(slv2_prio_i), 
        .min_index(min_index)
    );
    always @(posedge clk_i or negedge rstn_i) begin
        if(!rstn_i) begin
            arbiter_result <= 2'b11;
        end
        else if(f2a_id_req_i)  
            if(req == 3'b000)
                arbiter_result <= 2'd3;
            else if(req == 3'b001)
                arbiter_result <= 2'd0;
            else if(req == 3'b010)
                arbiter_result <= 2'd1;
            else if(req == 3'b100)
                arbiter_result <= 2'd2;
            else if(req == 3'b011)
                arbiter_result <= (slv1_prio_i < slv0_prio_i) ? 2'd1 : 2'd0;
            else if(req == 3'b101)
                arbiter_result <= (slv2_prio_i < slv0_prio_i) ? 2'd2 : 2'd0;
            else if(req == 3'b110)
                arbiter_result <= (slv2_prio_i < slv1_prio_i) ? 2'd2 : 2'd1;
            else if(req == 3'b111)
                arbiter_result <= min_index;
    end
endmodule
module min(
        input   [1:0]   slv0_prio_i     , 
        input   [1:0]   slv1_prio_i     , 
        input   [1:0]   slv2_prio_i     , 
        output  [1:0]   min_index
    );
    assign min_index = min({slv0_prio_i,slv1_prio_i,slv2_prio_i});
    function [1:0] min;
        input [6:0] x;
        reg  [1:0] min_value;
        integer i;
        begin
            min_value = 2'b11;
            for (i = 0; i < 3; i = i + 1)
                if (x[i*2+:2] <= min_value) begin
                    min_value = x[i*2+:2];
                    min = 2-i;
                end
        end
    endfunction
endmodule
module slave(
        input           clk_i       ,        
        input           rstn_i      ,
        input   [31:0]  chx_data_i  ,        
        input           chx_valid_i ,
        output          chx_ready_o ,
        input           slvx_en_i   ,        
        output  [7:0]   margin_o    ,
        output  [31:0]  slvx_data_o ,        
        output          slvx_val_o  ,
        output          slvx_req_o  ,
        input           a2sx_ack_i
    );
    wire fifo_full;
    wire wr_en;
    wire fifo_empty;
    wire [6:0] fifo_margin;
    reg  slvx_val_o_r;
    assign chx_ready_o = slvx_en_i && !fifo_full;
    assign wr_en = chx_valid_i && chx_ready_o;
    assign slvx_req_o  = !fifo_empty;
    assign slvx_val_o = slvx_val_o_r;
    assign rd_en = a2sx_ack_i && slvx_req_o;
    always @(posedge clk_i or negedge rstn_i) begin
        if(!rstn_i)
            slvx_val_o_r <= 1'b0;
        else if(rd_en)
            slvx_val_o_r <= 1'b1;
        else
            slvx_val_o_r <= 1'b0;
    end
    assign margin_o = fifo_margin;
    FIFO64x32 #(
        .DEPTH      (6              )   ,
        .WIDTH      (32             )   ,
        .MAX_COUNT  (64             )
    )
    u_FIFO64x32 (
        .clk        (clk_i          )   ,
        .rst_n      (rstn_i         )   ,
        .wr_en      (wr_en          )   ,
        .wr_data_i  (chx_data_i     )   ,
        .wr_full    (fifo_full      )   ,
        .rd_en      (rd_en          )   ,
        .rd_data_o  (slvx_data_o    )   ,
        .rd_empty   (fifo_empty     )   ,
        .fifo_margin(fifo_margin    )
    );
endmodule
module top_arbiter(
        input           clk_i           ,        
        input           rstn_i          ,
        input   [31:0]  ch0_data_i      ,        
        input           ch0_valid_i     ,
        output          ch0_ready_o     ,
        input   [31:0]  ch1_data_i      ,        
        input           ch1_valid_i     ,
        output          ch1_ready_o     ,
        input   [31:0]  ch2_data_i      ,        
        input           ch2_valid_i     ,
        output          ch2_ready_o     ,
        input           f2a_id_req_i    ,        
        input           f2a_ack_i       ,
        output          a2f_val_o       ,
        output  [1:0]   a2f_id_o        ,
        output  [31:0]  a2f_data_o      ,
        output  [2:0]   a2f_pkglen_sel_o
    );
        wire          slv0_en_i;
        assign slv0_en_i = 1'b1;
        wire  [7:0]   margin0_o;
        wire  [1:0]   slv0_prio_i       ;        
        assign slv0_prio_i = 2'd2;
        wire  [2:0]   slv0_pkglen_i     ;
        assign slv0_pkglen_i = 3'd3;
        wire  [31:0]  slv0_data         ;
        wire          slv0_req          ;
        wire          slv0_val          ;
        wire          a2s0_ack          ;
        wire          slv1_en_i;
        assign slv1_en_i = 1'b1;
        wire  [7:0]   margin1_o;
        wire  [1:0]   slv1_prio_i       ;        
        assign slv1_prio_i = 2'd1;
        wire  [2:0]   slv1_pkglen_i     ;
        assign slv1_pkglen_i = 3'd2;
        wire  [31:0]  slv1_data         ;
        wire          slv1_req          ;
        wire          slv1_val          ;
        wire          a2s1_ack          ;
        wire          slv2_en_i;
        assign slv2_en_i = 1'b1;
        wire  [7:0]   margin2_o;
        wire  [1:0]   slv2_prio_i       ;        
        assign slv2_prio_i = 2'd1;
        wire  [2:0]   slv2_pkglen_i     ;
        assign slv2_pkglen_i = 3'd1;
        wire  [31:0]  slv2_data         ;
        wire          slv2_req          ;
        wire          slv2_val          ;
        wire          a2s2_ack          ;    
        slave u_slv0(
            .clk_i      (clk_i      ) ,        
            .rstn_i     (rstn_i     ) ,
            .chx_data_i (ch0_data_i ) ,        
            .chx_valid_i(ch0_valid_i) ,
            .chx_ready_o(ch0_ready_o) ,
            .slvx_en_i  (slv0_en_i  ) ,        
            .margin_o   (margin0_o   ) ,
            .slvx_data_o(slv0_data  ) ,        
            .slvx_val_o (slv0_val   ) ,
            .slvx_req_o (slv0_req   ) ,
            .a2sx_ack_i (a2s0_ack   ) 
        );
        slave u_slv1(
            .clk_i      (clk_i      ) ,        
            .rstn_i     (rstn_i     ) ,
            .chx_data_i (ch1_data_i ) ,        
            .chx_valid_i(ch1_valid_i) ,
            .chx_ready_o(ch1_ready_o) ,
            .slvx_en_i  (slv1_en_i  ) ,        
            .margin_o   (margin1_o   ) ,
            .slvx_data_o(slv1_data  ) ,        
            .slvx_val_o (slv1_val   ) ,
            .slvx_req_o (slv1_req   ) ,
            .a2sx_ack_i (a2s1_ack   ) 
        );
        slave u_slv2(
            .clk_i      (clk_i      ) ,        
            .rstn_i     (rstn_i     ) ,
            .chx_data_i (ch2_data_i ) ,        
            .chx_valid_i(ch2_valid_i) ,
            .chx_ready_o(ch2_ready_o) ,
            .slvx_en_i  (slv2_en_i  ) ,        
            .margin_o   (margin2_o   ) ,
            .slvx_data_o(slv2_data  ) ,        
            .slvx_val_o (slv2_val   ) ,
            .slvx_req_o (slv2_req   ) ,
            .a2sx_ack_i (a2s2_ack   ) 
        );
        arbiter u_arbiter(
            .clk_i            (clk_i           ),        
            .rstn_i           (rstn_i          ),
            .slv0_prio_i      (slv0_prio_i     ),        
            .slv0_pkglen_i    (slv0_pkglen_i   ),
            .slv0_data_i      (slv0_data       ),
            .slv0_req_i       (slv0_req        ),
            .slv0_val_i       (slv0_val        ),
            .a2s0_ack_o       (a2s0_ack        ),
            .slv1_prio_i      (slv1_prio_i     ),        
            .slv1_pkglen_i    (slv1_pkglen_i   ),
            .slv1_data_i      (slv1_data       ),
            .slv1_req_i       (slv1_req        ),
            .slv1_val_i       (slv1_val        ),
            .a2s1_ack_o       (a2s1_ack        ),
            .slv2_prio_i      (slv2_prio_i     ),        
            .slv2_pkglen_i    (slv2_pkglen_i   ),
            .slv2_data_i      (slv2_data       ),
            .slv2_req_i       (slv2_req        ),
            .slv2_val_i       (slv2_val        ),
            .a2s2_ack_o       (a2s2_ack        ),
            .f2a_id_req_i     (f2a_id_req_i    ),        
            .f2a_ack_i        (f2a_ack_i       ),
            .a2f_val_o        (a2f_val_o       ),
            .a2f_id_o         (a2f_id_o        ),
            .a2f_data_o       (a2f_data_o      ),
            .a2f_pkglen_sel_o (a2f_pkglen_sel_o)
        );
endmodule
```

==> run notes <==
run metrics: design internal power=3.25 mW, WP data arrival=4.30 ns, Worst Max-Slew Pin Slew=1.26 ns, post-synth top area cell=edfxtp_1, yosys warns=5, largest net degree at the start of global routing=92, core box area=603,000 sq um, RSZ-0062 raised after global routing=false, Final setup viols=0, Non-Filler Instances=20,500, clk sinks=6,299, syn_area_per_cell=21.6 sq um, reg2reg end=u_slv0.u_FIFO64x32.fifo_data_r[29]$_DFFE_PN0N_, chip width=780 um, Latency at later pin=1.17 ns, placed cells=19,400, Clock Path Buffers=4, H-Tree Depth=6, initial antenna violation count=41, routing usage on met2=0.358, Post-route DRC=0, Power Dens Cells=16.7 nW/um^2, Post-CTS Hold Buffers=0, Worst setup EP type=primary output, Setup Fix Bufs, Post-CTS=0, pre-placement core utilization=0.402, # Cells Yosys=11,200, First-pass DRT Iterations=5, yosys stat area=242,000 sq um, sw power=1.36 mW, Synth-to-Final Area Change=14.2%, Worst R2R Setup Slack=145.24 ns, relative slew slack=0.149, part of the Yosys area used for sequential elements=0.778, CTS tree=yes, TritonCTS Buffers=626, Placer Congestion=1.01, max incr delay on CP=1.05 ns, die area=608,000 sq um, vias per cell=5.70, Worst Hold Class=register to register, Fmax=29.0 MHz, Critical Path RT=120.64 ns, fin crit share=0.228, Routed Antenna Nets=0, Clock Skews=0.0835 ns, Routed WL=686,000 um, CP startpoint=u_arbiter.arbiter_result[0]$_DFFE_PN1P_, Setup CP Type=register to primary output, layout cells sized above 1=0.253, switching share of power=0.296, crit-path cells=buf_4 -> mux2i_1 -> o21ai_0 -> clkdlybuf4s50_1, register bit count reported by yosys=6,299, VDD IR max=14.7 uV, IO Port Bufs=142, M1 GR Usage=0.259, Resized cells post-CTS=0, final setup TNS=0 ns, worst r2r path cells=9, slowest CP cell=mux2i_1, # IOs=144, CP Max Fanout=40, Clk pin slew, worst setup/hold paths=0.06 ns, Min Clock Period, post-route=34.46 ns, wire per inst=33.4 um, Die H=780 um, global-route wire length before repair=959,000 um, Synth async-reset ratio=0.0246, Mapped Area=242,000 sq um, Vias=117,000, DP HPWL=426,000 um, grt ovf=0, Slew Limit Fails=0, Total GRT Usage=0.247, status=finished, final reports clean, Logic pwr share=0.222, Dominant cell area share=0.762, Log Warnings=28, Final Hold Viols=0, count of library flops with an enable pin=6,144, Clock power frac=0.330, crit path to=a2f_data_o[13], leak pwr=85.7 nW, # rows=285, vias in the first global route=129,000, Top FF cell, synth=edfxtp_1, Distinct lib cells used=78, max-cap violation count=0, Syn Inst Count=11,200, top cells by area, synth=edfxtp_1 (76%), mux4_2 (12%), mux2i_1 (3.3%), dfrtp_1 (1.6%), a22oi_1 (0.68%), root buffer cell=clkbuf_16, Seq pwr share=0.447, met3 GRT Util=0.214, GR peak layer=met2, critical path startpoint category=register, R2R Path Start=u_slv0.u_FIFO64x32.rd_bin[0]$_DFFE_PN0N_, DR iter-0 viols=7,904
kinds of logic after synthesis:
| kind of cell | synth area share |
|---|---|
| DFF | 0.778 |
| muxes | 0.154 |
| AOI/OAI and AO/OA | 0.0333 |
| and+or+nand+nor | 0.0168 |
| buffers and inverters | 0.0149 |
| xor gates and xnor gates | 0.00192 |
| adders and majority gates | 0.000724 |
| other | 0.0000155 |
Yosys cell counts, types with 27 or more instances:
cell / instances
buf_6: 61
mux4_2: 1267
dfrtp_1: 153
o211ai_1: 31
a22oi_1: 218
o22ai_1: 112
nor3_1: 32
nand2_1: 304
a2111oi_0: 51
nor2_1: 319
xnor2_1: 32
clkbuf_1: 247
o221ai_1: 85
mux2i_1: 810
edfxtp_1: 6144
o21ai_0: 171
buf_4: 93
buf_1: 79
a211oi_1: 82
nor2b_1: 38
nand3_1: 98
buf_2: 166
nand3b_1: 27
a21oi_1: 227
through the flow:
stage	setup slack, ns	power (mW)	utilization	hold WS, ns	cell area (sq um)
after floorplan	118.13	2.68	-	0.448	242000
after global placement	116.82	3.11	0.425	0.485	256000
after detailed placement	116.88	3.12	0.425	0.483	256000
after CTS	116.63	4.64	0.459	0.491	276000
after global routing	116.31	4.76	0.459	0.521	276000
final	116.34	4.61	0.459	0.484	276000
critical path: cells and delay by family, from the launching register on:
kind,cells,cell delay [ns]
compound gates,1,0.48
buf+inv,2,1.04
mux,1,1.05
flops,1,0.51
cells in the final DEF, fill, tap and decap left out, types with 24 or more instances in the layout:
cell / count
a21oi_1: 227
o221ai_1: 85
clkdlybuf4s50_1: 45
a31oi_1: 24
a22oi_1: 218
nor2b_1: 30
xnor2_1: 32
o211ai_1: 31
nand2_1: 304
o22ai_1: 112
clkbuf_1: 144
buf_2: 96
clkbuf_16: 631
bufinv_16: 46
buf_4: 633
o21ai_0: 170
dfrtp_1: 138
clkinv_1: 123
mux4_2: 1267
nor2_4: 197
a211oi_1: 79
nor3_1: 32
a2111oi_0: 31
nor2_1: 120
clkinv_2: 96
nand3b_1: 27
a221oi_1: 25
mux2i_1: 810
edfxtp_1: 6144
nand3_1: 95
metal layers:
layer / wire length, um / up-vias
met2: 318000 / 7952
met3: 132000 / 1247
met5: 1910 / -
li1: - / 48800
met4: 36100 / 46
met1: 198000 / 59100
worst min-delay path by stage:
stage,startpoint,end,slack (ns),cells past startpoint
CTS,u_slv1.u_FIFO64x32.count[5]$_DFFE_PN0N_,u_slv1.u_FIFO64x32.count[5]$_DFFE_PN0N_,0.49,1
global route,u_slv1.u_FIFO64x32.count[5]$_DFFE_PN0N_,u_slv1.u_FIFO64x32.count[5]$_DFFE_PN0N_,0.52,1
finish,u_slv1.u_FIFO64x32.count[5]$_DFFE_PN0N_,u_slv1.u_FIFO64x32.count[5]$_DFFE_PN0N_,0.48,1
power groups by stage:
stage	logic [mW]	clock network [mW]	registers, mW
finish	1.03	1.52	2.06
global route	1.08	1.61	2.07
CTS	1.03	1.55	2.06
state kept, by name, indices dropped and copies added (netlist names), 2 cells and up:
| signal | flops |
|---|---|
| u_slv1.u_FIFO64x32.fifo_data_r | 32 |
| u_slv1.u_FIFO64x32.count | 6 |
| u_slv1.u_FIFO64x32.wr_bin | 6 |
| u_slv0.u_FIFO64x32.wr_bin | 6 |
| u_arbiter.arbiter_result | 2 |
| u_slv1.u_FIFO64x32.fifomem | 2048 |
| u_slv2.u_FIFO64x32.wr_bin | 6 |
| u_slv0.u_FIFO64x32.count | 6 |
| u_slv0.u_FIFO64x32.rd_bin | 6 |
| u_slv2.u_FIFO64x32.rd_bin | 6 |
| u_slv1.u_FIFO64x32.rd_bin | 6 |
| u_slv2.u_FIFO64x32.fifo_data_r | 32 |
| u_slv0.u_FIFO64x32.fifo_data_r | 32 |
| u_slv0.u_FIFO64x32.fifomem | 2048 |
| u_slv2.u_FIFO64x32.count | 6 |
| u_slv2.u_FIFO64x32.fifomem | 2048 |
final cells by class:
class / instances / area, sq um
multi-input combinational: 4264 / 51700
antenna: 17 / 42.5
inverter: 11 / 43.8
tap: 8036 / 10100
timing repair buffer: 785 / 5900
clock inverter: 352 / 3700
fill: 48500 / 326000
sequential: 6299 / 188000
clock buffer: 783 / 16400
No activity file was given, so power comes from the tool's default toggle rates.
